**./design.v**
```verilog
module actuator (
    input [3:0] state,
    input       almost_done,
    output reg  LED_RED_1,
    output reg  LED_RED_2,
    output reg  LED_RED_3,
    output reg  LED_RED_4,
    output reg  LED_GREEN_1,
    output reg  LED_GREEN_2,
    output reg  LED_GREEN_3,
    output reg  LED_GREEN_4,
    output reg  LED_YELLOW_1,
    output reg  LED_YELLOW_2,
    output reg  LED_YELLOW_3,
    output reg  LED_YELLOW_4
);
    reg       almost_done_flag;
    reg [3:0] state_mem;
    always@(*)begin
        case(state)
        4'b0001:begin
            LED_GREEN_1  = 1;
            LED_GREEN_2  = 0;
            LED_GREEN_3  = 0;
            LED_GREEN_4  = 0;
            LED_RED_1    = 0;
            LED_RED_2    = 1;
            LED_RED_3    = 1;
            LED_RED_4    = 1;
            LED_YELLOW_1 = 0;
            LED_YELLOW_2 = 0;
            LED_YELLOW_3 = 0;
            LED_YELLOW_4 = 0;
            if(almost_done_flag)begin
                LED_YELLOW_1     = 1;
                LED_GREEN_1      = 0;
            end
        end 
        4'b0010:begin
            LED_GREEN_1  = 0;
            LED_GREEN_2  = 1;
            LED_GREEN_3  = 0;
            LED_GREEN_4  = 0;
            LED_RED_1    = 1;
            LED_RED_2    = 0;
            LED_RED_3    = 1;
            LED_RED_4    = 1;
            LED_YELLOW_1 = 0;
            LED_YELLOW_2 = 0;
            LED_YELLOW_3 = 0;
            LED_YELLOW_4 = 0;
            if(almost_done_flag)begin
                LED_YELLOW_2     = 1;
                LED_GREEN_2      = 0;
            end
        end
        4'b0100:begin
            LED_GREEN_1  = 0;
            LED_GREEN_2  = 0;
            LED_GREEN_3  = 1;
            LED_GREEN_4  = 0;
            LED_RED_1    = 1;
            LED_RED_2    = 1;
            LED_RED_3    = 0;
            LED_RED_4    = 1;
            LED_YELLOW_1 = 0;
            LED_YELLOW_2 = 0;
            LED_YELLOW_3 = 0;
            LED_YELLOW_4 = 0;
            if(almost_done_flag)begin
                LED_YELLOW_3     = 1;
                LED_GREEN_3      = 0;
            end
        end
        4'b1000:begin
            LED_GREEN_1  = 0;
            LED_GREEN_2  = 0;
            LED_GREEN_3  = 0;
            LED_GREEN_4  = 1;
            LED_RED_1    = 1;
            LED_RED_2    = 1;
            LED_RED_3    = 1;
            LED_RED_4    = 0;
            LED_YELLOW_1 = 0;
            LED_YELLOW_2 = 0;
            LED_YELLOW_3 = 0;
            LED_YELLOW_4 = 0;
            if(almost_done_flag)begin
                LED_YELLOW_4     = 1;
                LED_GREEN_4      = 0;
            end
        end
        default:begin
            LED_GREEN_1  = 0;
            LED_GREEN_2  = 0;
            LED_GREEN_3  = 0;
            LED_GREEN_4  = 0;
            LED_RED_1    = 1;
            LED_RED_2    = 1;
            LED_RED_3    = 1;
            LED_RED_4    = 1;
            LED_YELLOW_1 = 0;
            LED_YELLOW_2 = 0;
            LED_YELLOW_3 = 0;
            LED_YELLOW_4 = 0;
        end
        endcase
    end
    always@(*)begin
        if(almost_done)begin
                almost_done_flag = 1;
                state_mem        = state;
        end
        if(almost_done_flag && state_mem != state)
            almost_done_flag = 0;
    end
endmodule
module counter (
    input      i_short_counter,
    input      i_long_counter,
    input      clk, rst_n,
    output reg done_FSM,
    output reg done_counter,
    output reg almost_done
);
    reg [5:0] long_counter;
    reg [3:0] short_counter;
typedef enum bit [1:0] {
    short_count = 2'b01,
    long_count  = 2'b10
} counter_e;
    counter_e counter_state;
    always @(posedge clk or negedge rst_n) begin
        if(!rst_n)begin
            counter_state <= long_count;
            long_counter  <= 0;
            short_counter <= 0;
        end
        else begin
            case (counter_state)
                short_count:begin
                    short_counter <= short_counter + 1;
                    if(short_counter == 14)begin
                        done_FSM     <= 1;
                        done_counter <= 0;
                        almost_done  <= 0;
                    end
                    else if(short_counter == 15)begin
                        done_FSM     <= 0;
                        done_counter <= 1;
                        almost_done  <= 0;
                        short_counter<= 0;
                        counter_state <= ({i_long_counter,i_short_counter} == 2'b01)? short_count:long_count;
                    end
                    else if(short_counter == 5)begin
                        done_FSM     <= 0;
                        done_counter <= 0;
                        almost_done  <= 1;
                    end
                    else begin
                        done_FSM     <= 0;
                        done_counter <= 0;
                        almost_done  <= 0;
                    end
                end
                long_count:begin
                    long_counter <= long_counter + 1;
                    if(long_counter == 62)begin
                        done_FSM     <= 1;
                        done_counter <= 0;
                        almost_done  <= 0;
                    end
                    else if(long_counter == 63)begin
                        done_FSM     <= 0;
                        done_counter <= 1;
                        almost_done  <= 0;
                        long_counter <= 0;
                        counter_state <= ({i_long_counter,i_short_counter} == 2'b01)? short_count:long_count;
                    end
                    else if(long_counter == 52)begin
                        done_FSM     <= 0;
                        done_counter <= 0;
                        almost_done  <= 1;
                    end
                    else begin
                        done_FSM     <= 0;
                        done_counter <= 0;
                        almost_done  <= 0;
                    end
                end
                default: begin
                    done_FSM     <= 0;
                    done_counter <= 0;
                    almost_done  <= 0;
                    counter_state <= ({i_long_counter,i_short_counter} == 2'b01)? short_count:long_count;
                end
            endcase
        end
    end
endmodule
module top_module (
    input  clk,
    input  rst_n,
    input  i_sensor_1_1,
    input  i_sensor_1_5,
    input  i_sensor_2_1,
    input  i_sensor_2_5,
    input  i_sensor_3_1,
    input  i_sensor_3_5,
    input  i_sensor_4_1,
    input  i_sensor_4_5,
    output LED_RED_1,
    output LED_RED_2,
    output LED_RED_3,
    output LED_RED_4,
    output LED_GREEN_1,
    output LED_GREEN_2,
    output LED_GREEN_3,
    output LED_GREEN_4,
    output LED_YELLOW_1,
    output LED_YELLOW_2,
    output LED_YELLOW_3,
    output LED_YELLOW_4
);
wire [3:0] state;
wire almost_done, FSM_done, done_counter;
wire short_counter, long_counter;
counter count_mod (
    .i_short_counter(short_counter),
    .i_long_counter(long_counter),
    .clk(clk), 
    .rst_n(rst_n),
    .done_FSM(FSM_done),
    .done_counter(done_counter),
    .almost_done(almost_done)
);
traffic_lights traff_mod (
    .clk(clk), 
    .rst_n(rst_n),
    .i_sensor_1_1(i_sensor_1_1), 
    .i_sensor_1_5(i_sensor_1_5),
    .i_sensor_2_1(i_sensor_2_1), 
    .i_sensor_2_5(i_sensor_2_5),
    .i_sensor_3_1(i_sensor_3_1), 
    .i_sensor_3_5(i_sensor_3_5),
    .i_sensor_4_1(i_sensor_4_1), 
    .i_sensor_4_5(i_sensor_4_5),
    .counter_done(FSM_done),
    .short_counter(short_counter),
    .long_counter(long_counter),
    .current_state(state)
);
actuator act_mod (
    .state(state),
    .almost_done(almost_done),
    .LED_RED_1(LED_RED_1),
    .LED_RED_2(LED_RED_2),
    .LED_RED_3(LED_RED_3),
    .LED_RED_4(LED_RED_4),
    .LED_GREEN_1(LED_GREEN_1),
    .LED_GREEN_2(LED_GREEN_2),
    .LED_GREEN_3(LED_GREEN_3),
    .LED_GREEN_4(LED_GREEN_4),
    .LED_YELLOW_1(LED_YELLOW_1),
    .LED_YELLOW_2(LED_YELLOW_2),
    .LED_YELLOW_3(LED_YELLOW_3),
    .LED_YELLOW_4(LED_YELLOW_4)
);
endmodule
module traffic_lights (
    input        clk, rst_n,
    input        i_sensor_1_1, i_sensor_1_5,
    input        i_sensor_2_1, i_sensor_2_5,
    input        i_sensor_3_1, i_sensor_3_5,
    input        i_sensor_4_1, i_sensor_4_5,
    input        counter_done,
    output reg   short_counter,
    output reg   long_counter,
    output [3:0] current_state
);
    typedef enum bit [2:0] {
        RED    = 3'b001,
        YELLOW = 3'b010,
        GREEN  = 3'b100
    } lights_e;
    lights_e o_1, o_2, o_3, o_4;  
    typedef enum bit [3:0] {
        light_1 = 4'b0001,
        light_2 = 4'b0010,
        light_3 = 4'b0100,
        light_4 = 4'b1000
    } state_e;
    state_e cs, ns;
    always @(posedge clk or negedge rst_n) begin
        if(!rst_n)
        cs <= light_1;
        else
        cs <= ns;
    end
    always @(*) begin
        case (cs)
            light_1: begin  
                if(i_sensor_2_5) begin
                    long_counter  = 1;
                    short_counter = 0;
                end
                else if(i_sensor_2_1) begin
                    long_counter  = 0;
                    short_counter = 1;
                end
                else begin
                    long_counter  = 0;
                    short_counter = 0;
                end
            end
            light_2: begin 
                if(i_sensor_3_5) begin
                    long_counter  = 1;
                    short_counter = 0;
                end
                else if(i_sensor_3_1) begin
                    long_counter  = 0;
                    short_counter = 1;
                end
                else begin
                    long_counter  = 0;
                    short_counter = 0;
                end
            end
            light_3: begin 
                if(i_sensor_4_5) begin
                    long_counter  = 1;
                    short_counter = 0;
                end
                else if(i_sensor_4_1) begin
                    long_counter  = 0;
                    short_counter = 1;
                end
                else begin
                    long_counter  = 0;
                    short_counter = 0;
                end
            end
            light_4: begin 
                if(i_sensor_1_5) begin
                    long_counter  = 1;
                    short_counter = 0;
                end
                else if(i_sensor_1_1) begin
                    long_counter  = 0;
                    short_counter = 1;
                end
                else begin
                    long_counter  = 0;
                    short_counter = 0;
                end
            end
            default:  begin
                long_counter  = 0;
                short_counter = 0;
            end
        endcase
    end
    always @(*) begin
        case (cs)
            light_1: begin  
                if(counter_done || (!long_counter&!short_counter))begin
                    ns <= light_2;
                end
                else 
                    ns <= light_1;
            end
            light_2: begin 
                if(counter_done || (!long_counter&!short_counter))begin
                    ns <= light_3;
                end
                else 
                    ns <= light_2;
            end
            light_3: begin 
                if(counter_done || (!long_counter&!short_counter))begin
                    ns <= light_4;
                end
                else 
                    ns <= light_3;
            end
            light_4: begin 
                if(counter_done || (!long_counter&!short_counter))begin
                    ns <= light_1;
                end
                else 
                    ns <= light_4;
            end
            default:  begin
                ns <= light_1;
            end
        endcase
    end
    assign current_state = cs;
endmodule
```
**./run.sh**
```bash
#!/bin/bash
# OpenROAD 26Q1-2900-gdf79404cd8, Yosys 0.63+post, stock flow scripts
make -C /OpenROAD-flow-scripts/flow DESIGN_CONFIG=/design/flow/config.mk WORK_HOME=/design/flow/orfs finish
```
**./config.mk**
```make
export PLATFORM = sky130hd
export DESIGN_NAME = top_module
export DESIGN_NICKNAME = top_module
export VERILOG_FILES = /design/flow/design.v
export SDC_FILE = /design/flow/constraint.sdc
export NUM_CORES = 4
export LEC_CHECK = 1
export CORE_AREA = 10 10 104 104
export DIE_AREA = 0 0 114 114
```
**./constraint.sdc**
```tcl
current_design top_module

set clk_period 2.3
set clk_io_pct 0.2

create_clock -name clk0 -period $clk_period [get_ports {clk}]

set non_clock_inputs [all_inputs -no_clocks]
set_input_delay [expr $clk_period * $clk_io_pct] -clock clk0 $non_clock_inputs
set_output_delay [expr $clk_period * $clk_io_pct] -clock clk0 [all_outputs]
```
==> run notes <==
* 1.50 ns — arrival time of data at the critical path endpoint
* clkdlybuf4s50_1 — highest-count logic cell in the final layout
* 1.84 ns — critical path required time
* 0.515 ns — measured slew at the worst slew-check pin
* 2 — number of enable-type register cells in the synthesized netlist
* 4 — count of warnings emitted by yosys
* 0 — post-cts sizing count
* 8680 µm² — core area
* 0 ns — Sum Neg Setup Slack
* 0.585 nW — leak pwr
* 971 — number of inserted filler cells in the final layout
* 2 — Max Buffers Root-to-Sink
* 0 — global-route congestion overflow total
* reg -> reg — path category of the worst min-delay check
* 1 — endpoints left unconstrained
* count_mod.short_counter[3] — beginning of the worst hold path
* 0.00433 ns — worst setup skew after layout
* 34 — Netlist cell types
* 0 — DRC violations left
* 0 — # hold bufs at CTS
* 0 — setup violation total in the final timing report
* dfrtp_1 — cell accounting for the most synthesized area
* count_mod.counter_state[1] — endpoint of the worst register-to-register path
* count_mod.counter_state[0] — Worst R2R Start
* 0 — number of buffers inserted by post-CTS setup repair
* 1 — Worst Hold Depth
* 0.78 ns — reg-to-reg slack, setup
* 4 — worst-path fanout max
* 114 µm — die outline height
* 11 — largest net degree at the start of global routing
* 4 — cell depth of the worst flop-to-flop path
* 22 — total I/O pin count
* 13000 µm² — overall chip area
* 102 — Yosys Instances
* 805 — via total after detailed routing
* 102 — Mapped Cells
* 3 — total CTS buffers
* 0.000183 V — Max VDD drop
* false — unrepaired setup endpoints after global routing
* 34 — number of cell rows
* 0 — initial antenna violation count
* 1030 µm² — cell area after synthesis
* flop — crit path launch type
* 0.25 ns — source-to-sink clock delay at the later pin of the worst-skew pair
* 0.56 ns — worst stage delay on the critical path
* 797 nW/µm² — Power Density
* 3.44 — via/cell ratio
* 0.165 — core occupancy in the finished layout
* 9.54 µm — WL/cell
* buffers and inverters — cell class contributing the biggest share of worst-path delay
* 1030 µm² — synthesized chip area reported by yosys
* 0 — Max Transition Viols Final
* clkbuf_8 — root buffer selected by CTS
* 4 — number of iterations in the first detailed-routing pass
* dfstp_2 — worst-path cell with the longest stage delay
* 1 — register pins left without a clock
* 0.0356 — global router's overall resource usage
* dfrtp_1 (34%), ha_1 (7.3%), edfxtp_1 (5.8%) — ranking of synthesized cells by area
* 0.07 ns — post-CTS clock slew at the launch and capture registers of the worst setup and hold paths
* clkdlybuf4s50_1 (21), nand2_1 (14), dfrtp_1 (14) — highest-count cells in the layout ignoring fill and taps
* 1.14 mW — Total Power
* 234 — number of cells in the finished layout apart from fillers
* 114 µm — horizontal die dimension
* 1380 µm² — Post-DP Area
* 1430 µm² — final std cell area, no fill
* output pin — crit path capture type
* dfrtp_1 — top flip-flop cell by instance count after synthesis
* 1.82 mm — detailed-placement wirelength estimate
* 29 — OpenROAD warning count
* count_mod.short_counter[3] — WHS Endpoint
* 0.511 GHz — maximum achievable frequency
* 19 — post-synthesis register bit count
* 0.119 — fp util
* 822 — number of global-route vias before repair
* 0 — count of inserted antenna diode cells
* 1 — number of H-tree levels
* 38.3% — relative area change from synthesis to final layout
* 0 — max-cap viol count
* 0.842 — async set-or-reset flop fraction in the synthesized netlist
* 1.96 ns — time the worst path needs with I/O delays and setup
* done — clock tree from TritonCTS
* 0.0873 — layout cell share with drive strength beyond 1
* 2.23 mm — routed wire length
* 0.339 — Top-area cell share
* 21 — Port Buffers
* complete, no violations — outcome
* 15 — First DRT Iteration DRCs
* 0.815 — global placer's final weighted congestion
* 2 — number of buffer and inverter stages on the critical path
* 0.653 — max_slew headroom
* 230 — cell count after placement
* reg -> out — critical path start-end classification
* 0.851 — part of the cycle the worst path needs
* 0 — tally of nets with antenna violations remaining after routing
* 3.91 mm — wire length of the first global-routing pass
* 0 — Hold Vio Cnt, Final
* inv_1 -> nor2_1 -> clkdlybuf4s50_1 — Critical Path, Cell by Cell
* 10.1 µm² — Syn Area/Cell
==> synth_stat cells (2+ instances only) <==
cell / n
dfrtp_1: 14
mux2i_1: 5
nand3_1: 3
nor2_1: 6
a22oi_1: 2
nand4_1: 2
edfxtp_1: 2
and2_1: 5
dfstp_2: 2
nand2_1: 14
ha_1: 6
a21oi_1: 2
o22ai_1: 2
inv_1: 9
o21ai_0: 6
xnor2_1: 4
==> stage by stage <==
step,hold slack (ns),setup WS [ns]
3_5_place_dp,0.512,0.377
5_1_grt,0.552,0.260
2_1_floorplan,0.164,0.936
4_1_cts,0.522,0.321
3_3_place_gp,0.511,0.398
6_report,0.520,0.343
==> per-layer routing <==
metal	vias to the layer above	track usage	routed length, µm
met3	0	0.0149	200
met2	21	0.0550	1030
met1	382	0.0465	997
met4	0	0.00501	0
met5	-	0	0
li1	402	-	-
==> cell type report <==
cell class | count | area (µm²) | share of cell area
Multi-Input combinational cell | 72 | 512 | 0.358
Sequential cell | 19 | 478 | 0.334
Timing Repair Buffer | 22 | 218 | 0.152
Tap cell | 108 | 135 | 0.0944
Clock buffer | 4 | 55.1 | 0.0385
Inverter | 9 | 33.8 | 0.0236
==> worst register-to-register path: stages, from the launching register on <==
cell      delay [ns]
dfstp_2         0.62
nand3_2         0.14
nor4b_4         0.41
o221ai_1        0.20
nand2_1         0.09
==> logic make-up after synthesis <==
logic type | Yosys count | share of synthesized area
buffers and inverters | 11 | 0.0435
adder cells (fa/ha/maj) | 6 | 0.0725
latches | 1 | 0.0145
XOR/XNOR | 5 | 0.0423
flip-flops | 18 | 0.447
AND/OR/NAND/NOR | 38 | 0.203
multiplexers | 5 | 0.0484
AND-OR/OR-AND | 18 | 0.128
==> power by group <==
group | total [mW] | switching (mW) | internal (mW)
combinational | 0.341 | 0.173 | 0.169
sequential | 0.548 | 0.123 | 0.426
clock | 0.251 | 0.0996 | 0.152
total | 1.14 | 0.395 | 0.746
==> how the worst max path moves through the flow <==
stage                 start          end  slack [ns]  cells after the start
final                  flop  LED_GREEN_1        0.34                      3
after global routing   flop  LED_GREEN_1        0.26                      3
after CTS              flop  LED_GREEN_1        0.32                      3
Power and IR drop assume default switching activity.
